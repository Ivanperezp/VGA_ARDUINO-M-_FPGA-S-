===== /design/flow/config.mk =====
export PLATFORM = sky130hd
export DESIGN_NAME = vga_sync
export DESIGN_NICKNAME = vga_sync
export VERILOG_FILES = /design/flow/design.v
export SDC_FILE = /design/flow/constraint.sdc
export NUM_CORES = 4
export LEC_CHECK = 1
export CORE_AREA = 10 10 96 96
export DIE_AREA = 0 0 106 106

===== /design/flow/run.sh =====
#!/bin/bash
# OpenROAD 26Q1-2900-gdf79404cd8, Yosys 0.63+post, stock flow scripts
make -C /OpenROAD-flow-scripts/flow DESIGN_CONFIG=/design/flow/config.mk WORK_HOME=/design/flow/orfs finish

===== /design/flow/constraint.sdc =====
current_design vga_sync

set clk_period 4.3
set clk_io_pct 0.2

create_clock -name clk0 -period $clk_period [get_ports {clk_25MHz}]

set non_clock_inputs [all_inputs -no_clocks]
set_input_delay [expr $clk_period * $clk_io_pct] -clock clk0 $non_clock_inputs
set_output_delay [expr $clk_period * $clk_io_pct] -clock clk0 [all_outputs]

===== /design/flow/design.v =====
module vga_sync (
    input  wire       clk_25MHz,     
    input  wire       reset,         
    output reg        hsync,
    output reg        vsync,
    output wire       video_enable,  
    output reg [9:0]  hcount,        
    output reg [9:0]  vcount         
);
localparam H_VISIBLE_AREA = 640;
localparam H_FRONT_PORCH  = 16;  
localparam H_SYNC_PULSE   = 96;  
localparam H_BACK_PORCH   = 48;  
localparam H_TOTAL        = H_VISIBLE_AREA + H_FRONT_PORCH + H_SYNC_PULSE + H_BACK_PORCH;  
localparam V_VISIBLE_AREA = 480;
localparam V_FRONT_PORCH  = 10;
localparam V_SYNC_PULSE   = 2;
localparam V_BACK_PORCH   = 33;
localparam V_TOTAL        = V_VISIBLE_AREA + V_FRONT_PORCH + V_SYNC_PULSE + V_BACK_PORCH;  
always @(posedge clk_25MHz or posedge reset) begin
    if (reset) begin
        hcount <= 0;
        vcount <= 0;
    end else begin
        if (hcount == H_TOTAL - 1) begin
            hcount <= 0;
            if (vcount == V_TOTAL - 1)
                vcount <= 0;
            else
                vcount <= vcount + 1;
        end else begin
            hcount <= hcount + 1;
        end
    end
end
always @* begin
    if (hcount >= (H_VISIBLE_AREA + H_FRONT_PORCH) &&
        hcount <  (H_VISIBLE_AREA + H_FRONT_PORCH + H_SYNC_PULSE))
        hsync = 0;
    else
        hsync = 1;
end
always @* begin
    if (vcount >= (V_VISIBLE_AREA + V_FRONT_PORCH) &&
        vcount <  (V_VISIBLE_AREA + V_FRONT_PORCH + V_SYNC_PULSE))
        vsync = 0;
    else
        vsync = 1;
end
assign video_enable = (hcount < H_VISIBLE_AREA) && (vcount < V_VISIBLE_AREA);
endmodule

==> README.md <==
| Item | Value | Unit |
| --- | --- | --- |
| Clk Latency, worst-skew pair | 0.26 | ns |
| Max H-tree Level | 1 | - |
| Most common cell after layout, fill and taps aside | clkdlybuf4s50_1 | - |
| Largest cells by area | dfrtp_1 45%, xnor2_1 6.3%, ha_1 5.6% | - |
| Post-Route Skew | 0.00271 | ns |
| Post-layout util | 20.8 | % |
| Number of cells produced by synthesis | 113 | - |
| # IOs | 25 | - |
| Met3 track demand over resource | 0.856 | % |
| Initial DRC count | 29 | - |
| Total of cells resized after clock tree synthesis | 0 | - |
| Crit path buf inv count | 1 | - |
| Tool warning count | 29 | - |
| Overflow after GRT | 0 | - |
| DRT Wirelength | 2.79 | mm |
| Detailed-route DRC error count | 0 | - |
| Total power after layout | 316 | uW |
| Fraction of post-synthesis cell area in the top cell type by area | 44.9 | % |
| First-pass GRT wire length | 4.62 | mm |
| Synthesized chip area reported by yosys | 1110 | sq um |
| Total clock buffers created by CTS | 3 | - |
| Met1 demand-to-capacity share in global routing | 7.01 | % |
| Half-perimeter wire length of the detailed placement result | 2.07 | mm |
| Top Layout Cells | 24 x clkdlybuf4s50_1, 20 x dfrtp_1, 10 x nor2_1 | - |
| Result of the run | finished clean | - |
| Largest fanout on the critical path | 5 | - |
| Ratio of cells with drive above 1 in the final layout | 5.11 | % |
| Setup TNS Final | 0 | ns |
| Cycle use final | 61.1 | % |
| Antenna violations before repair | 0 | - |
| Number of fillers in the final layout | 803 | - |
| Final Critical Period | 2.63 | ns |
| Initial DRT Pass Iterations | 4 | - |
| Highest attainable clock frequency | 381 | MHz |
| Worst setup path category | reg2out | - |
| Post-synthesis area per instance | 9.87 | sq um |
| Number of global-route vias before repair | 859 | - |
| Capturing element type of the critical path | output port | - |
| Clock sink count | 20 | - |
| Type of the most critical hold path | reg2reg | - |
| Unrepaired setup endpoints after global routing | no | - |
| Clock tree from TritonCTS | built | - |
| Port Buf Inserts | 24 | - |
| # rows | 31 | - |
| Distinct cell type count of the synthesized netlist | 32 | - |
| Slew HR | 63.3 | % |
| Total inserted antenna cells | 0 | - |
| Clock tree root buffer cell | clkbuf_8 | - |
| ANT nets after route | 0 | - |
| R2r endpoint | vcount[4]$_DFFE_PP0N_ | - |
| Vias | 888 | - |
| Growth of design area from synthesis to finish | 34.6 | % |
| Worst IR Drop VDD | 0.0000469 | V |
| Number of slew-limit violations in the final report | 0 | - |
| Actual transition at the worst max-transition pin | 0.549 | ns |
| CP Launch Type | register | - |
| # Cells Yosys | 113 | - |
| Share of synthesized area occupied by flip-flops and latches | 44.9 | % |
| Final setup vio count | 0 | - |
| Cell leakage power | 0.598 | nW |
| Critical Path Max Stage Delay | 0.50 | ns |
| Fin. Hold Viols | 0 | - |
| Critical Path Start | vcount[6]$_DFFE_PP0N_ | - |
| Routing layer with the top usage in global route | met2 | - |
| Flop-to-flop setup slack | 2.12 | ns |
| Number of warnings reported in the yosys synthesis log | 1 | - |
| FF-to-FF Start | hcount[0]$_DFF_PP0_ | - |
| Pwr per Cell Area | 211 | nW/um^2 |
| Worst-case reg-to-reg path depth | 5 | - |
| GR Layer Usage met2 | 7.60 | % |
| Logic depth of the worst path, buffers included | 4 | - |
| Synthesized registers | 20 | - |
| Placeable core region | 7210 | sq um |
| Total die size | 11200 | sq um |
| Maximum clock insertion buffer count | 2 | - |
| Post-CTS Setup Repair Bufs | 0 | - |
| Max capacitance violation total | 0 | - |
| Crit path max-delay cell type | clkdlybuf4s50_1 | - |
| Pin count of the biggest net entering global routing | 21 | - |
| Most area-hungry cell type in the Yosys netlist | dfrtp_1 | - |
| Last weighted congestion value of the routability-driven placer | 0.772 | - |
| Hold buffers post-CTS | 0 | - |
| Post-CTS clock slew at the launch and capture registers of the worst setup and hold paths | 0.07 | ns |
| Cell area after synthesis | 1110 | sq um |
| Die outline width | 106 | um |
| Crit path DRT | 3.44 | ns |
| GR Util All Layers | 4.92 | % |
| Vias per Instance | 3.76 | - |
| Largest delay contributor family on the critical path | simple AND/OR/NAND/NOR gates | - |
| Placed instance area | 1460 | sq um |
| Final standard cell area without fillers | 1500 | sq um |
| Initial Util | 15.5 | % |
| Worst setup path endpoint | video_enable | - |
| Cells along the critical path | and3_1 > and2_1 > nor3_1 > clkdlybuf4s50_1 | - |
| Wire per inst | 11.8 | um |
| Die Span Y | 106 | um |
| Crit path arrival time | 1.77 | ns |
metrics by stage:
step	std cells	hold slack [ns]	setup slack, ns
global placement	233	0.502	1.97
CTS	236	0.522	1.65
finish	236	0.519	1.67
floorplan	113	0.460	2.60
global route	236	0.536	1.59
detailed placement	233	0.511	1.95
metal layers:
layer | vias up | share of wire (%)
li1 | 451 | -
met1 | 415 | 47
met2 | 18 | 48
met3 | 4 | 3.3
met4 | 0 | 2.0
met5 | - | 0
power breakdown:
| group | switching (mW) | internal [mW] |
|---|---|---|
| combinational | 0.00412 | 0.00146 |
| sequential | 0 | 0.188 |
| clock | 0.0600 | 0.0624 |
| total | 0.0641 | 0.252 |
cell usage after synthesis:
| cell | count |
|---|---|
| nor4bb_1 | 1 |
| buf_4 | 1 |
| buf_6 | 1 |
| nor3_4 | 1 |
| nor3_1 | 7 |
| mux2_1 | 1 |
| and3_1 | 5 |
| nand3_1 | 6 |
| dfrtp_1 | 20 |
| nand2_1 | 6 |
| o21ai_0 | 4 |
| and2_1 | 1 |
| and4_1 | 1 |
| nor4_2 | 1 |
| nand2b_1 | 4 |
| xnor2_1 | 8 |
| o2bb2ai_1 | 2 |
| buf_2 | 1 |
| xor2_1 | 3 |
| o211ai_1 | 1 |
| a21o_1 | 1 |
| a41oi_1 | 1 |
| or3b_4 | 1 |
| ha_1 | 5 |
| a31oi_1 | 2 |
| clkbuf_1 | 1 |
| nor4b_1 | 1 |
| nor2b_1 | 1 |
| nor2_1 | 10 |
| inv_1 | 6 |
| nand4_1 | 7 |
| o21a_1 | 2 |
final cells by class:
class	count	area, sq um	share of cell area, %
Sequential cell	20	500	33.4
Clock buffer	3	41.3	2.75
Multi-Input combinational cell	83	564	37.6
Inverter	6	22.5	1.50
Timing Repair Buffer	25	248	16.5
Tap cell	99	124	8.26
registers in the layout, summed over array words and instances, names as in the netlist:
name	cells
vcount	10
hcount	10
how the worst min path moves through the flow:
stage / from / end / slack (ns) / cells past startpoint
after global routing: vcount[7]$_DFFE_PP0N_ / vcount[7]$_DFFE_PP0N_ / 0.54 / 1
after CTS: vcount[7]$_DFFE_PP0N_ / vcount[7]$_DFFE_PP0N_ / 0.52 / 1
final: vcount[7]$_DFFE_PP0N_ / vcount[7]$_DFFE_PP0N_ / 0.52 / 1
cells by family (layout without fill, tap and decap cells):
kind of cell	count (synthesis)	count (layout)	share of synthesized area, %
compound gates	13	13	7.97
xor+xnor	11	11	8.64
fa+ha+maj	5	5	5.61
buf+inv	10	34	4.49
flops	20	20	44.9
mux	1	1	1.01
simple gates	53	53	27.4
Power is estimated from default activity; no workload was simulated.
