==> flow/design.v <==
module spiSlave (
    input wire clk,            
    input wire rst_n,          
    input wire sclk,           
    input wire cs_n,           
    input wire mosi,           
    output reg miso,           
    output reg [7:0] rx_data,  
    output reg rx_valid        
);
reg [2:0] sclk_sync;
reg [1:0] cs_n_sync;
reg [1:0] mosi_sync;
wire sclk_rising;
wire sclk_falling;
reg [2:0] bit_count;
reg [7:0] rx_shift;
always @(posedge clk or negedge rst_n) begin	
	if (!rst_n) begin
		sclk_sync <= 3'b000;
		cs_n_sync <= 2'b11;
		mosi_sync <= 2'b00;
	end else begin
		sclk_sync <= {sclk_sync[1:0], sclk};
		cs_n_sync <= {cs_n_sync[0], cs_n};
		mosi_sync <= {mosi_sync[0], mosi};
	end
end
assign sclk_rising = (sclk_sync[2:1] == 2'b01);
assign sclk_falling = (sclk_sync[2:1] == 2'b10);
always @(posedge clk or negedge rst_n) begin
   if (!rst_n) begin
      bit_count <= 3'b000;
      rx_shift <= 8'h00;
      rx_data <= 8'h00;
      rx_valid <= 1'b0;
   end else begin
      rx_valid <= 1'b0;
         if (!cs_n_sync[1]) begin
            if (sclk_rising) begin
               rx_shift <= {rx_shift[6:0], mosi_sync[1]};
               if (bit_count == 3'b111) begin
                  rx_data <= {rx_shift[6:0], mosi_sync[1]};
                  rx_valid <= 1'b1;
						bit_count <= 3'b000;
               end else 				
                  bit_count <= bit_count + 1;
            end
         end
	end
end
endmodule
==> flow/run.sh <==
#!/bin/bash
# OpenROAD 26Q1-2900-gdf79404cd8, Yosys 0.63+post, stock flow scripts
make -C /OpenROAD-flow-scripts/flow DESIGN_CONFIG=/design/flow/config.mk WORK_HOME=/design/flow/orfs finish
==> flow/config.mk <==
export PLATFORM = sky130hd
export DESIGN_NAME = spiSlave
export DESIGN_NICKNAME = spiSlave
export VERILOG_FILES = /design/flow/design.v
export SDC_FILE = /design/flow/constraint.sdc
export NUM_CORES = 4
export LEC_CHECK = 1
export CORE_AREA = 10 10 104 104
export DIE_AREA = 0 0 114 114
==> flow/constraint.sdc <==
current_design spiSlave

set clk_period 4.5
set clk_io_pct 0.2

create_clock -name clk0 -period $clk_period [get_ports {clk}]

set non_clock_inputs [all_inputs -no_clocks]
set_input_delay [expr $clk_period * $clk_io_pct] -clock clk0 $non_clock_inputs
set_output_delay [expr $clk_period * $clk_io_pct] -clock clk0 [all_outputs]
==> flow_metrics.py <==
# Generated from Yosys and OpenROAD reports
metrics = {
    "routing": {
        "drc": 0,
        "avgRoutedWirePerCell_um": 8.64,
        "drt_wl_total_um": 1530,
        "avgViaCountPerCell": 2.56,
        "antenna_left": 0,
        "diodes": 0,
        "drt-initial-drc-count": 12,
        "firstDrtPassIters": 2,
        "dr_total_vias": 454,
    },
    "flow_run": {
        "cap_violations": 0,
        "warnings": 25,
    },
    "placed_design": {
        "dp_hpwl_um": 1110,
        "place.gp.congestion": 0.704,
        "place_ws_ns": 2.73,
        "port_buffers": 13,
        "postPlaceCellArea_um2": 1220,
    },
    "cells_and_area": {
        "final_cell_mix": "dfrtp_1 (24), clkdlybuf4s50_1 (13), mux2_2 (10)",
        "drive_gt1_share_pct": 37.7,
        "area_growth_pct": 33.7,
        "final_common_cell": "dfrtp_1",
        "design_area_um2": 1290,
    },
    "sta": {
        "whs_ns": 0.357,
        "layout_min_cycle_time_ns": 2.02,
        "tightest_slew_ns": 0.551,
        "finalHoldViolations": 0,
        "fmax_mhz": 494,
        "setup-tns-final_ns": 0,
        "slew_violations": 0,
        "setup_violations": 0,
        "clock-skew-final_ns": 0.00143,
        "grt_setup_unrepaired": "no",
        "slew_headroom_pct": 63.2,
        "fin_crit_sh_pct": 45.0,
        "fin_ws_ns": 2.48,
    },
    "setup_path": {
        "startpoint_type": "flip-flop",
        "worstPathCellList": "clkdlybuf4s50_1",
        "cp-end-kind": "output pin",
        "critPathArrivalTime_ns": 1.12,
        "crit_type": "flip-flop to output pin",
        "crit_fanout": 2,
        "cp_slowest_cell": "clkdlybuf4s50_1",
        "required_ns": 3.60,
        "crit_buf_inv": 1,
        "path_delay_family": "buffers and inverters",
        "cp_slowest_stage_delay_ns": 0.48,
    },
    "global_routing": {
        "grt_overflow": 0,
        "grt_antenna_before_repair": 0,
        "track_usage_pct": 2.40,
        "grt_pass1_wl_um": 2590,
        "grt_pass1_vias": 507,
        "grt_max_degree": 27,
    },
    "clocking": {
        "cts_resized": 0,
        "cts_buffers": 3,
        "clock_tree.buffer_depth": 2,
        "htree_levels": 1,
        "cts_sinks": 26,
        "postCtsSetupRepairBufs": 0,
        "cts_tree": "done",
        "cts-root-buf": "clkbuf_8",
        "holdBufCountCts": 0,
        "clock_latency_ns": 0.26,
        "clk_pin_slew_worst_paths_ns": 0.08,
    },
    "floorplanning": {
        "boundaryPins": 15,
        "coreArea_um2": 8680,
        "placementRows": 34,
        "fp_util_pct": 11.1,
        "die_h_um": 114,
        "dieArea_um2": 13000,
        "die_w_um": 114,
    },
    "yosys": {
        "avgSynthCellArea_um2": 18.2,
        "yosysUniqueCellTypes": 11,
        "netlist_instances": 53,
        "synth_flops": 26,
        "synth-seq-area-share_pct": 67.7,
        "largest_area_cell": "dfrtp_1",
        "yosysCellCount": 53,
        "ys_chip_area_um2": 965,
        "top_cells_by_area": "dfrtp_1 (62%), mux2_4 (12%), mux2_2 (12%)",
        "yosys.area.top_type_share_pct": 62.3,
        "yosysWarnings": 2,
        "syn-cell-area_um2": 965,
    },
    "pwr": {
        "peakVddDrop_mv": 0.250,
        "power_density_nw_per_um2": 520,
        "total_leakage_power_nw": 0.539,
        "power_mw": 0.670,
    },
    "outcome": {
        "outcome": "complete, no violations",
    },
    "worst_hold_path": {
        "hp-class": "flip-flop to flip-flop",
    },
}
## cell type report
cell class | instances | area (um^2)
Clock buffer | 3 | 41.3
Clock inverter | 1 | 30.0
Fill cell | 989 | 7390
Multi-Input combinational cell | 24 | 285
Sequential cell | 26 | 653
Tap cell | 108 | 135
Timing Repair Buffer | 15 | 145
## final timing paths
path	start	end	slack [ns]	cells past startpoint
worst max-delay path	rx_data[4]	rx_data[4]	2.48	1
worst min-delay path	mosi_sync[0]	mosi_sync[1]	0.36	0
worst max register to register	bit_count[0]	rx_data[1]	2.78	4
worst min register to register	mosi_sync[0]	mosi_sync[1]	0.36	0
max in group asynchronous	rst_n	cs_n_sync[1]	3.22	2
min in group asynchronous	rst_n	rx_shift[2]	0.99	2
## cell usage after synthesis, drive strengths merged
cell type,count
nor2,1
dfrtp,24
and4bb,1
buf,3
ha,2
dfstp,2
mux2,18
conb,1
nor3b,1
## routing by layer
layer  routed length [um]  share of wire, %  GRT usage [%]
met3                  102               6.7          0.797
met5                    0                 0              0
met4                   17               1.1          0.501
met1                  811                53           3.63
met2                  598                39           3.23
## metrics by stage
step,util [%],instances
final,14.9,177
after global routing,14.9,177
after CTS,14.9,177
after detailed placement,14.0,173
after global placement,14.0,173
after floorplan,-,53
## cell families after synthesis
group | after synthesis | share of synthesized area [%]
flops | 26 | 67.7
mux | 18 | 24.1
buf+inv | 3 | 2.72
simple gates | 3 | 2.46
fa+ha+maj | 2 | 2.59
other cells | 1 | 0.389
## state kept, by name, summed over array words and instances (netlist names)
signal,count
bit_count,3
cs_n_sync,2
mosi_sync,2
rx_data,8
rx_shift,7
rx_valid,1
sclk_sync,3
## power breakdown
part / switching [mW] / internal [mW] / total, mW
sequential: 0.0404 / 0.299 / 0.340
clock: 0.0674 / 0.119 / 0.186
combinational: 0.0347 / 0.110 / 0.144
No activity file was given, so power comes from the tool's default toggle rates.
