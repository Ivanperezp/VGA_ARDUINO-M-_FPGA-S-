`run.sh`:
```
#!/bin/bash
# OpenROAD 26Q1-2900-gdf79404cd8, Yosys 0.63+post, stock flow scripts
make -C /OpenROAD-flow-scripts/flow DESIGN_CONFIG=/design/flow/config.mk WORK_HOME=/design/flow/orfs finish
```
`config.mk`:
```
export PLATFORM = sky130hd
export DESIGN_NAME = vram
export DESIGN_NICKNAME = vram
export VERILOG_FILES = /design/flow/design.v
export SDC_FILE = /design/flow/constraint.sdc
export NUM_CORES = 4
export LEC_CHECK = 1
export CORE_UTILIZATION = 40
export SYNTH_MEMORY_MAX_BITS = 65536
```
`constraint.sdc`:
```
current_design vram

set clk_period 243.3
set clk_io_pct 0.2

create_clock -name clk0 -period $clk_period [get_ports {clk}]

set non_clock_inputs [all_inputs -no_clocks]
set_input_delay [expr $clk_period * $clk_io_pct] -clock clk0 $non_clock_inputs
set_output_delay [expr $clk_period * $clk_io_pct] -clock clk0 [all_outputs]
```
`design.v`:
```
module vram#(
    parameter ADDR_WIDTH = 11,    
    parameter DATA_WIDTH = 8     
)
(
input wire clk,
input wire rx_valid,
input wire [DATA_WIDTH - 1: 0] data_in,
output reg ready_flag,  
input wire read_en,  
output reg [DATA_WIDTH - 1: 0] data_out,
input wire rst_n,
input [ADDR_WIDTH - 1 : 0] read_addr
); 
	parameter x_size = 40;
	parameter y_size = 30;
	parameter addr_size = x_size * y_size;
	reg rx_valid_prev;
	wire rx_rising;
	reg [DATA_WIDTH - 1 : 0] buffer [0 : addr_size - 1];
	reg [DATA_WIDTH - 1 : 0] ram [0 : addr_size - 1];
	reg [ADDR_WIDTH : 0] write_ptr;
	reg full_flag;  
	always @(posedge clk) begin
		if (!rst_n)
			rx_valid_prev <= 1'b0;
		else
			rx_valid_prev <= rx_valid;
	end
	assign rx_rising = rx_valid == 1'b1 && rx_valid_prev == 1'b0;
	always @(posedge clk) begin
		if (!rst_n) begin
			write_ptr <= 0;
			full_flag <= 0;
			data_out <= 0;
			ready_flag <= 0;
		end else begin
			if (rx_rising && !full_flag) begin
				buffer[write_ptr] <= data_in;
				if (write_ptr == addr_size - 1) begin
					full_flag <= 1'b1;
					write_ptr <= 0;  
				end else
					write_ptr <= write_ptr + 1;
			end
			if (full_flag && !ready_flag) begin
				ram[write_ptr] <= buffer[write_ptr];
				if (write_ptr == addr_size - 1)
					ready_flag <= 1'b1;
				else
					write_ptr <= write_ptr + 1;
			end
			if (ready_flag && read_en) begin
				data_out <= ram[read_addr];
			end
		end
	end
endmodule
```
==> flow_summary.ini <==
; implementation run metrics
[detailed_routing]
antenna_left = 0
first_pass_iters = 17
via_per_inst = 5.84
dr.first_iter.drc_count = 25604
drc_errors = 0
routed-via-count = 358117
drt_wl_total_um = 2180000
routedWlPerCell_um = 35.6

[power]
p_leak_nw = 253
cellPowerDensity_mw_per_mm2 = 8.18
irDropWorstVdd_mv = 0.00695

[clock_network]
hold_buffers = 0
cts.clk_slew.worst_paths_ns = 0.06
clock_latency_ns = 1.45
cts_sinks = 19223
cts_tree = yes
postCtsSetupBuffers = 0
post_cts_resized = 0
clockBufferDepth = 6
root_buffer = clkbuf_16
htreeDepth = 7
cts_buffers = 1885

[logic_synthesis]
edf_count = 19200
ys_types = 84
ys_seq_elements = 19223
top_cell_area_share = 0.781
synth_area_mm2 = 0.738
syn_inst = 33120
yosys-stat-cells = 33120
avgSynthCellArea_um2 = 22.3
yosys_warnings = 1
yosys-stat-area_mm2 = 0.738
postSynthSeqShare = 0.781
largest_area_cell = edfxtp_1
yosys-top-cells-area = edfxtp_1 78%, mux4_2 15%, nor2_1 1.3%
synthArstFlopShare = 0
ys.flop_type = edfxtp_1

[floorplanning]
die_h_um = 1360
dieArea_mm2 = 1.85
fp_util = 0.401
die_w_um = 1360
core_area_mm2 = 1.84
ioPinCount = 32
rows = 498

[worst_setup_path]
critPathBufInv = 9
cp_cell_sequence = buf_16, buf_4, buf_4, buf_4, buf_4, buf_4, buf_4, buf_4, buf_4, mux4_2, mux4_2, a22o_1, a221oi_1, o221ai_1, o221ai_1, a31oi_1
max_stage_delay_ns = 0.71
start_kind = input port
path_common_cell = buf_4
path_class = in -> reg
crit_required_ns = 244.54
cp_max_fo = 54
cp.arrival_ns = 56.71
slowest_stage = o221ai_1
crit_family = buffers and inverters
end_kind = register
r2r-start = write_ptr[1]$_SDFF_PN0_
cp-startpoint = read_addr[1]

[run]
maxCapViolCount = 1
warnings = 126

[timing]
maxSlewViolCount = 13
slew_headroom = -0.282
tns_ns = 0
fmax_mhz = 18.0
rsz0062_at_grt = no
hold_viol_final = 0
tightest_slew_ns = 1.90
fin_crit_ns = 55.46
skew_ns = 0.190
fin_crit_sh = 0.228
finalSetupViolCount = 0

[global_routing]
antenna_found_initial = 214
grt_use_total = 0.260
grt_pass1_wl_um = 3040000
grt_remaining_overflow = 0
grt_pass1_vias = 396928
grt_max_degree = 145

[run_status]
violations = max-capacitance violations, max-slew violations
status = finished with violations

[finish]
final_core_util = 0.454
drive_above_1_share = 0.270
comb_area_mm2 = 0.151
seqCellArea_mm2 = 0.577
syn_to_final_growth_pct = 13.2
nFillCells = 148696

[placed_design]
place_hpwl_um = 1370000
place.port_buffers = 31
gp_congestion = 0.925

[worst_hold_path]
min-delay-start = rx_valid_prev$_SDFF_PN0_
hold_class = reg -> reg
## through the flow
step / cells / setup slack (ns) / power (mW) / cell area (µm²) / hold slack, ns
after CTS: 60911 / 187.94 / 6.87 / 835000 / 0.570
after global placement: 57537 / 186.37 / 4.06 / 776000 / 0.528
after detailed placement: 57542 / 186.41 / 4.07 / 776000 / 0.549
final: 61274 / 187.84 / 6.84 / 836000 / 0.581
after global routing: 61070 / 187.58 / 7.01 / 835000 / 0.613
after floorplan: 33120 / 191.88 / 4.02 / 738000 / 0.494
## report_power, final
| part | internal [mW] | leakage [nW] | switching [mW] |
|---|---|---|---|
| registers | 3.67 | 173 | 0.000381 |
| logic | 0.110 | 51.6 | 0.221 |
| clock network | 1.62 | 28.9 | 1.22 |
| total | 5.40 | 253 | 1.44 |
## kinds of logic after synthesis
family | share of synthesized area
AND-OR/OR-AND | 0.0235
XOR/XNOR | 0.0000119
adder cells (fa/ha/maj) | 0.0000678
buffers and inverters | 0.0156
flip-flops | 0.781
multiplexers | 0.158
AND/OR/NAND/NOR | 0.0216
## synth_stat cells (all sizes together), types with 47 or more instances
cell type  count
edfxtp     19200
nor2        2534
a22oi       1144
buf         1112
a221oi       131
a22o         121
mux2i        491
o211ai        47
nand2        672
o22ai        121
o21ai        171
clkbuf      1042
nand3        136
a211oi        47
mux4        4946
nor3          67
nand4        197
a21oi        268
a31oi        141
and3          66
## worst register-to-register path, cell delays in order, from the launching register on
cell and delay (ns):
dfxtp_4 0.70, buf_4 0.64, buf_4 0.55, buf_12 0.47
buf_4 0.70, buf_12 0.49, buf_4 0.70, mux4_2 0.42
a22oi_1 0.12, nand4_1 0.56, a222oi_1 0.24, buf_4 0.21
nand4_1 0.09, a22oi_1 0.15, nand3_4 0.52, buf_4 0.61
buf_4 0.68, buf_4 0.71, buf_4 0.86, buf_4 0.68
buf_4 0.71
## sequential cells by signal (all words and copies together) (netlist names)
signal / flops
buffer: 9600
data_out: 8
full_flag: 1
ram: 9600
ready_flag: 1
rx_valid_prev: 1
write_ptr: 12
## area by class of cell
cell class	instances	area share
Clock inverter	1082	0.0118
Clock buffer	2287	0.0588
Timing Repair Buffer	2078	0.0200
Sequential cell	19223	0.690
Antenna cell	361	0.00108
Inverter	20	0.000144
Tap cell	24500	0.0367
Multi-Input combinational cell	11723	0.181
## layer usage
metal	wire length (µm)	GRT usage
met3	461000	0.243
met2	991000	0.362
met5	7260	0.0399
met1	601000	0.260
met4	122000	0.115
## cell usage in the layout (no fill, tap or decap), types with 361 or more instances in the layout
cell type / n
nand2_1: 560
clkbuf_16: 1904
nor2_1: 2505
mux2i_1: 491
buf_4: 1970
edfxtp_1: 19200
mux4_2: 4930
diode_2: 361
clkinv_1: 445
a22oi_1: 1144
clkbuf_1: 380
## final timing paths
| check | endpoint | slack, ns | depth (start not counted) |
|---|---|---|---|
| max | data_out[3]$_SDFFE_PN0P_ | 187.84 | 16 |
| min | full_flag$_SDFFE_PN0P_ | 0.58 | 3 |
| max reg2reg | ram[1137][6]$_DFFE_PP_ | 232.09 | 20 |
| min reg2reg | full_flag$_SDFFE_PN0P_ | 0.58 | 3 |
Power is estimated from default activity; no workload was simulated.
